**flow/design.v**
```verilog
package mycpu_pkg;
   typedef enum    logic [3:0] {   
				   FMOVA = 4'b0000,
				   FINC  = 4'b0001,
				   FADD  = 4'b0010,
                                   FMUL  = 4'b0011,  
                                   FSRA  = 4'b0100,  
				   FSUB  = 4'b0101,
				   FDEC  = 4'b0110,
				   FSLA  = 4'b0111,  
				   FAND  = 4'b1000,
				   FOR   = 4'b1001,
				   FXOR  = 4'b1010,
				   FNOT  = 4'b1011,
				   FMOVB = 4'b1100,
				   FSHR  = 4'b1101,
				   FSHL  = 4'b1110, 
				   FUSR  = 4'b1111  
                                   } fs_t;
   typedef enum    logic [6:0] {   
				   MOVA = 7'b0000000,
				   INC  = 7'b0000001,
				   ADD  = 7'b0000010,
				   MUL  = 7'b0000011,  
				   SRA  = 7'b0000100,  
				   SUB  = 7'b0000101,
				   DEC  = 7'b0000110,
				   SLA  = 7'b0000111,  
				   AND  = 7'b0001000,
				   OR   = 7'b0001001,
				   XOR  = 7'b0001010,
				   NOT  = 7'b0001011,
				   MOVB = 7'b0001100,
				   SHR  = 7'b0001101,
				   SHL  = 7'b0001110,
				   USR  = 7'b0001111,  
				   LDI  = 7'b1001100,
				   ADI  = 7'b1000010,
				   LD   = 7'b0010000,
				   ST   = 7'b0100000,
				   BRZ  = 7'b1100000,
				   BRN  = 7'b1100001,
				   JMP  = 7'b1110000,
				   IOR  = 7'b0010001,  
				   IOW  = 7'b0100001,  
				   HAL  = 7'b1111111   
				   } opcode_t;
   typedef enum logic [5:0] {
			     RST = 6'b000000,
			     INF = 6'b000001, 
			     EX0 = 6'b000010, 
			     HLT = 6'b000100 
			     } cu_state_t;
endpackage
import mycpu_pkg::*;
module pc
  (
   input logic 	       clk,
   input logic 	       rst_n,
   input logic [1:0]   ps_in,
   input logic [15:0]  ins_in,
   input logic [15:0]  ra_in, 
   output logic [15:0] pc_out      
   );
logic [15:0] pc_r;	 
logic signed [5:0]  ba;         
  always_ff @(posedge clk or negedge rst_n)
   begin : pc_regs
   if(rst_n == '0)
    pc_r <= '0;
   else
    begin : n_reset     
    if(ps_in == '0)
     pc_r <= pc_r;
    else if(ps_in == 2'b01)
     pc_r <= pc_r + 1;
    else if(ps_in == 2'b10)
     pc_r <= $unsigned($signed(pc_r) + ba);
    else 
     pc_r <= ra_in;
    end   : n_reset 
   end   : pc_regs 
assign ba     = {{ins_in[8:6]}, {ins_in[2:0]}};
assign pc_out = pc_r;
endmodule
```
**flow/run.sh**
```bash
#!/bin/bash
# OpenROAD 26Q1-2900-gdf79404cd8, Yosys 0.63+post, stock flow scripts
make -C /OpenROAD-flow-scripts/flow DESIGN_CONFIG=/design/flow/config.mk WORK_HOME=/design/flow/orfs finish
```
**flow/config.mk**
```make
export PLATFORM = sky130hd
export DESIGN_NAME = pc
export DESIGN_NICKNAME = pc
export VERILOG_FILES = /design/flow/design.v
export SDC_FILE = /design/flow/constraint.sdc
export NUM_CORES = 4
export LEC_CHECK = 1
export CORE_UTILIZATION = 30
```
**flow/constraint.sdc**
```tcl
current_design pc

set clk_period 5.3
set clk_io_pct 0.2

create_clock -name clk0 -period $clk_period [get_ports {clk}]

set non_clock_inputs [all_inputs -no_clocks]
set_input_delay [expr $clk_period * $clk_io_pct] -clock clk0 $non_clock_inputs
set_output_delay [expr $clk_period * $clk_io_pct] -clock clk0 [all_outputs]
```
==> flow_metrics.env <==
# source this file to load flow results
export IMPL_drt_iter0_drc=108
export IMPL_yosys_area_top_type="dfrtp_1"
export IMPL_hold_viol_final=0
export IMPL_area_growth_pct=32.0
export IMPL_regArea_um2=400
export IMPL_cts_buffers=3
export IMPL_largest_reg_flops=16
export IMPL_cts_resized=0
export IMPL_netlist_instances=201
export IMPL_postSynthAreaPerCell_um2=8.30
export IMPL_cts_tree="yes"
export IMPL_dieWidth_um=76.6
export IMPL_ir_worst_vdd_v=0.000150
export IMPL_grt_pass1_wl_mm=7.39
export IMPL_regToRegStartpoint="pc_r[0]"
export IMPL_cts_root_buffer="clkbuf_8"
export IMPL_worstSetupPathType="in2reg"
export IMPL_overflow=0
export IMPL_grt_pass1_vias=1543
export IMPL_port_buffers=41
export IMPL_grt_max_degree=31
export IMPL_largestRegisters="pc_r (16)"
export IMPL_gp_congestion=0.817
export IMPL_yosys_area_um2=1670
export IMPL_top_area_share_pct=24.0
export IMPL_cpPeakStageDelay_ns=0.81
export IMPL_fill_cells=521
export IMPL_antenna_found_initial=0
export IMPL_detail_route_antenna_nets=0
export IMPL_final_setup_worst_slack_ns=1.98
export IMPL_crit_family="AND-OR/OR-AND gates"
export IMPL_arrival_ns=3.43
export IMPL_drv_cap=0
export IMPL_design_area_um2=2200
export IMPL_warnings=35
export IMPL_crit_buf_inv=1
export IMPL_start_kind="primary input"
export IMPL_cts_sinks=16
export IMPL_slew_viol_final=0
export IMPL_lay_top_cells="41 x clkdlybuf4s50_1, 25 x nand2_1, 23 x a21oi_1"
export IMPL_final_cells=311
export IMPL_vias=1578
export IMPL_rr_endpoint="pc_r[14]"
export IMPL_fmax_mhz=301
export IMPL_slowest_stage="clkdlybuf4s50_1"
export IMPL_ys_ff=16
export IMPL_regMostFlops="pc_r"
export IMPL_core_um2=5240
export IMPL_die_y_um=76.6
export IMPL_vias_per_cell=5.07
export IMPL_worst_pin_slew_ns=0.790
export IMPL_status="completed"
export IMPL_placed_area_um2=2150
export IMPL_fin_tns_setup_ns=0
export IMPL_clock_latency_ns=0.25
export IMPL_cts_hold_buf=0
export IMPL_rsz0062_at_grt="false"
export IMPL_synth_seq_share_pct=24.0
export IMPL_cp_cell_sequence="clkdlybuf4s50_1 -> ha_1 -> o21ai_0 -> nor2_1 -> o31ai_4 -> a31oi_1 -> xnor2_1 -> a21oi_1"
export IMPL_edf_count=0
export IMPL_min_from="pc_r[15]"
export IMPL_p_leak_nw=0.859
export IMPL_critPathMaxFanout=11
export IMPL_place_ws_ns=1.73
export IMPL_synth_main_ff_cell="dfrtp_1"
export IMPL_pwr_density_cell_nw_per_um2=398
export IMPL_p_total_mw=0.877
export IMPL_hold_path_depth=3
export IMPL_r2r_cells=8
export IMPL_htreeDepth=1
export IMPL_dr_pass1_iters=4
export IMPL_clock_path_buffers=2
export IMPL_finClkSkew_ns=0.000526
export IMPL_final_setup_viol_count=0
export IMPL_drc=0
export IMPL_post_route_period_util_pct=62.7
export IMPL_relSlewSlack_pct=47.2
export IMPL_final_layout_size_suffix_gt1_share_pct=5.39
export IMPL_chip_area_um2=5860
export IMPL_ys_types=40
export IMPL_syn_cell_area_um2=1670
export IMPL_pin_count=52
export IMPL_cts_setup_buffers=0
export IMPL_async_reset_ff_share_pct=100
export IMPL_antenna_cells=0
export IMPL_required_ns=5.41
export IMPL_num_rows=26
export IMPL_routed_wl_mm=4.26
export IMPL_final_common_cell="clkdlybuf4s50_1"
export IMPL_wl_per_cell_um=13.7
export IMPL_layout_area_comb_um2=1240
export IMPL_fp_util_pct=31.8
export IMPL_cp_end_kind="flop"
export IMPL_placed_cells=307
export IMPL_yosys_stat_cells=201
export IMPL_hold_path_class="reg2reg"
export IMPL_min_to="pc_r[15]"
export IMPL_final_core_util_pct=42.0
export IMPL_yosys_warnings=1
export IMPL_path_clk_slew_ns=0.06
export IMPL_final_min_clock_period_ns=3.32
export IMPL_top_cells_by_area="dfrtp_1 24%, ha_1 12%, a21oi_1 6.9%"
export IMPL_grt_usage_pct=16.0
export IMPL_worst_r2r_setup_slack_ns=3.01
export IMPL_place_hpwl_mm=3.26
export IMPL_whs_ns=0.686
==> synth_stat cells (2+ instances only) <==
cell type and count:
nand2_1 25, a21oi_1 23, dfrtp_1 16, ha_1 16, xnor2_1 13, xor2_1 13
o21ai_0 12, nor2_1 11, nand3_1 7, o22ai_1 7, a21o_1 6, nand2b_1 5
o21ai_1 5, nand4_1 4, a211oi_1 3, a31oi_1 3, clkbuf_1 3, nor2b_1 3
nor3_1 3, and3_1 2, nor3_2 2
==> logic make-up after synthesis <==
logic type / Yosys count / synth area share [%]
buffers and inverters: 7 / 1.87
AND-OR/OR-AND: 68 / 25.4
flip-flops: 16 / 24.0
AND/OR/NAND/NOR: 65 / 20.0
multiplexers: 2 / 1.95
adder cells (fa/ha/maj): 17 / 13.2
XOR/XNOR: 26 / 13.7
==> worst register-to-register path: stages (launching register included) <==
cell and delay [ns]:
dfrtp_1 0.44, ha_1 0.24, fa_1 0.43, a21oi_1 0.18, o22ai_1 0.20, a211oi_1 0.27
o21ai_1 0.11, xnor2_1 0.20, a21oi_1 0.09
==> worst max-delay path by stage <==
stage / start / endpoint / slack, ns / cells after the start
6_report: ins_in[8] / pc_r[13] / 1.98 / 8
5_1_grt: ps_in[0] / pc_r[11] / 1.77 / 7
4_1_cts: ins_in[8] / pc_r[13] / 1.98 / 8
==> metal layers <==
| layer | track usage (%) | routed length [µm] |
|---|---|---|
| met3 | 2.68 | 226 |
| met5 | 0 | 0 |
| met4 | 1.92 | 12 |
| met1 | 23.7 | 2080 |
| met2 | 25.3 | 1940 |
==> area by class of cell <==
| class | count | area share, % |
|---|---|---|
| inverter | 1 | 0.171 |
| timing repair buffer | 42 | 19.0 |
| tap | 70 | 3.98 |
| multi-input combinational | 178 | 56.2 |
| clock buffer | 4 | 2.50 |
| sequential | 16 | 18.2 |
==> power breakdown <==
group	switching, mW	internal [mW]	total [mW]
combinational	0.243	0.281	0.524
sequential	0.0809	0.163	0.244
clock	0.0435	0.0659	0.109
Power is estimated from default activity; no workload was simulated.
