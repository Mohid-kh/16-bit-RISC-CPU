==> ./design.v <==
package mycpu_pkg;
   typedef enum    logic [3:0] {   
				   FMOVA = 4'b0000,
				   FINC  = 4'b0001,
				   FADD  = 4'b0010,
                                   FMUL  = 4'b0011,  
                                   FSRA  = 4'b0100,  
				   FSUB  = 4'b0101,
				   FDEC  = 4'b0110,
				   FSLA  = 4'b0111,  
				   FAND  = 4'b1000,
				   FOR   = 4'b1001,
				   FXOR  = 4'b1010,
				   FNOT  = 4'b1011,
				   FMOVB = 4'b1100,
				   FSHR  = 4'b1101,
				   FSHL  = 4'b1110, 
				   FUSR  = 4'b1111  
                                   } fs_t;
   typedef enum    logic [6:0] {   
				   MOVA = 7'b0000000,
				   INC  = 7'b0000001,
				   ADD  = 7'b0000010,
				   MUL  = 7'b0000011,  
				   SRA  = 7'b0000100,  
				   SUB  = 7'b0000101,
				   DEC  = 7'b0000110,
				   SLA  = 7'b0000111,  
				   AND  = 7'b0001000,
				   OR   = 7'b0001001,
				   XOR  = 7'b0001010,
				   NOT  = 7'b0001011,
				   MOVB = 7'b0001100,
				   SHR  = 7'b0001101,
				   SHL  = 7'b0001110,
				   USR  = 7'b0001111,  
				   LDI  = 7'b1001100,
				   ADI  = 7'b1000010,
				   LD   = 7'b0010000,
				   ST   = 7'b0100000,
				   BRZ  = 7'b1100000,
				   BRN  = 7'b1100001,
				   JMP  = 7'b1110000,
				   IOR  = 7'b0010001,  
				   IOW  = 7'b0100001,  
				   HAL  = 7'b1111111   
				   } opcode_t;
   typedef enum logic [5:0] {
			     RST = 6'b000000,
			     INF = 6'b000001, 
			     EX0 = 6'b000010, 
			     HLT = 6'b000100 
			     } cu_state_t;
endpackage
import mycpu_pkg::*;
module muxd
  #(parameter N = 3)
  (input logic [$clog2(N)-1:0] sel_in,
   input logic [N-1:0][15:0]  d_in,
   output logic [15:0] m_out);
   always_comb
   begin  : muxd_logic
     m_out = '0;
     for(int i = 0; i < N; i++)
     begin : for_loop
     if(sel_in == i)
       m_out = d_in[i];
     end   : for_loop
   end    : muxd_logic
endmodule
==> ./run.sh <==
#!/bin/bash
# OpenROAD 26Q1-2900-gdf79404cd8, Yosys 0.63+post, stock flow scripts
make -C /OpenROAD-flow-scripts/flow DESIGN_CONFIG=/design/flow/config.mk WORK_HOME=/design/flow/orfs finish
==> ./config.mk <==
export PLATFORM = sky130hd
export DESIGN_NAME = muxd
export DESIGN_NICKNAME = muxd
export VERILOG_FILES = /design/flow/design.v
export SDC_FILE = /design/flow/constraint.sdc
export NUM_CORES = 4
export LEC_CHECK = 1
export CORE_AREA = 10 10 70 70
export DIE_AREA = 0 0 80 80
==> ./constraint.sdc <==
current_design muxd

set clk_period 2.8
set clk_io_pct 0.2

create_clock -name clk0 -period $clk_period

set non_clock_inputs [all_inputs -no_clocks]
set_input_delay [expr $clk_period * $clk_io_pct] -clock clk0 $non_clock_inputs
set_output_delay [expr $clk_period * $clk_io_pct] -clock clk0 [all_outputs]
==> run_summary.xml <==
<?xml version="1.0" encoding="UTF-8"?>
<metrics>
  <group name="hold_path">
    <metric name="whs_path_depth" unit="">3</metric>
    <metric name="hp-class" unit="">in2out</metric>
  </group>
  <group name="job">
    <metric name="openroad.warnings" unit="">32</metric>
    <metric name="drv_cap" unit="">0</metric>
  </group>
  <group name="clock_network">
    <metric name="holdBufCountCts" unit="">0</metric>
    <metric name="cts_post_setup_buffers_inserted" unit="">0</metric>
    <metric name="cts-resized-gates" unit="">0</metric>
  </group>
  <group name="sta">
    <metric name="setup_total_negative_slack" unit="ns">0</metric>
    <metric name="timing.final.setup_violations" unit="">0</metric>
    <metric name="clock.fmax" unit="GHz">0.374</metric>
    <metric name="timing.final.max_slew_violations" unit="">0</metric>
    <metric name="timing.max_slew.rel_slack" unit="">0.884</metric>
    <metric name="post-route-min-period" unit="ns">2.67</metric>
    <metric name="grt_setup_unrepaired" unit="">no</metric>
    <metric name="min_period_over_period" unit="">0.954</metric>
    <metric name="hold-worst-slack" unit="ns">2.04</metric>
    <metric name="final_number_of_hold_violating_endpoints" unit="">0</metric>
    <metric name="pin_slew_with_the_least_headroom_to_its_limit" unit="ns">0.170</metric>
  </group>
  <group name="floorplanning">
    <metric name="row_count" unit="">21</metric>
    <metric name="floorplanUtilization" unit="">0.112</metric>
    <metric name="die_area" unit="um2">6400</metric>
    <metric name="floorplan.die.height" unit="um">80</metric>
    <metric name="pin_count" unit="">66</metric>
    <metric name="coreArea" unit="um2">3420</metric>
    <metric name="floorplan_die_width" unit="um">80</metric>
  </group>
  <group name="critical_path">
    <metric name="critical_path.startpoint_type" unit="">input pin</metric>
    <metric name="library_cell_contributing_the_largest_single_delay_on_the_critical_path" unit="">sky130_fd_sc_hd__clkdlybuf4s50_1</metric>
    <metric name="worst_path_largest_cell_delay" unit="ns">0.50</metric>
    <metric name="worst_path_maximum_fanout" unit="">17</metric>
    <metric name="worst_ep_required_time" unit="ns">2.24</metric>
    <metric name="cp.arrival" unit="ns">2.11</metric>
    <metric name="critical_path.cell_chain" unit="">clkdlybuf4s50_1, buf_12, nor2b_4, buf_4, o2bb2ai_1, clkdlybuf4s50_1</metric>
    <metric name="critical_path_s_most_frequent_cell" unit="">sky130_fd_sc_hd__clkdlybuf4s50_1</metric>
    <metric name="worst-setup-path-type" unit="">in2out</metric>
    <metric name="cp-end-kind" unit="">output port</metric>
  </group>
  <group name="global_routing">
    <metric name="gr-total-overflow" unit="">0</metric>
    <metric name="grt_max_degree" unit="">18</metric>
    <metric name="grt_first_pass_wirelength" unit="um">3420</metric>
    <metric name="grt_use_total" unit="">0.0653</metric>
    <metric name="grt_pass1_vias" unit="">660</metric>
    <metric name="antenna_found_initial" unit="">0</metric>
  </group>
  <group name="synth">
    <metric name="synth_cell_area" unit="um2">382</metric>
    <metric name="netlist.top_cell.by_area" unit="">sky130_fd_sc_hd__mux2i_1</metric>
    <metric name="synth-warning-count" unit="">1</metric>
    <metric name="netlist_top_cells_area" unit="">sky130_fd_sc_hd__mux2i_1, sky130_fd_sc_hd__o2bb2ai_1, sky130_fd_sc_hd__buf_6</metric>
    <metric name="syn_area_per_cell" unit="um2">9.79</metric>
    <metric name="number_of_cells_in_yosys_stat" unit="">39</metric>
    <metric name="synthDistinctLibCells" unit="">6</metric>
    <metric name="yosysTopAreaCellShare" unit="">0.420</metric>
    <metric name="ys_seq_frac" unit="">0</metric>
    <metric name="syn-instance-count" unit="">39</metric>
    <metric name="yosys-top-cells-count" unit="">sky130_fd_sc_hd__mux2i_1, sky130_fd_sc_hd__o2bb2ai_1, sky130_fd_sc_hd__buf_6, sky130_fd_sc_hd__buf_8</metric>
    <metric name="post_synthesis_chip_area_from_yosys" unit="um2">382</metric>
  </group>
  <group name="drt">
    <metric name="ant_nets" unit="">0</metric>
    <metric name="drt-total-wl" unit="um">2250</metric>
    <metric name="diodes_inserted" unit="">0</metric>
    <metric name="detailedRoute.firstPassIterationCount" unit="">3</metric>
    <metric name="post_drt_via_cell_ratio" unit="">3.76</metric>
    <metric name="drc" unit="">0</metric>
    <metric name="drt_first_iter_violations" unit="">12</metric>
    <metric name="routed_wire_length_per_instance" unit="um">15.1</metric>
    <metric name="vias" unit="">560</metric>
  </group>
  <group name="power_and_ir_drop">
    <metric name="static_leakage" unit="nW">0.407</metric>
    <metric name="ir_worst_vdd" unit="V">0.0000450</metric>
    <metric name="power.density" unit="nW/um2">144</metric>
  </group>
  <group name="outcome">
    <metric name="run_status" unit="">finished clean</metric>
  </group>
  <group name="finish">
    <metric name="post_route_cells_drive_above_1_share" unit="">0.0485</metric>
    <metric name="clkbuf_count" unit="">0</metric>
    <metric name="area.growth.synth_to_final" unit="%">182</metric>
    <metric name="fillCellCount" unit="">358</metric>
    <metric name="regArea" unit="um2">0</metric>
    <metric name="ff_count" unit="">0</metric>
  </group>
  <group name="placement">
    <metric name="placement.io_buffers" unit="">66</metric>
    <metric name="gp_routability_congestion" unit="">0.798</metric>
  </group>
</metrics>
## report_power, final
| group | leakage [nW] | switching (mW) | internal [mW] |
|---|---|---|---|
| Sequential | 0 | 0 | 0 |
| Combinational | 0.407 | 0.0377 | 0.117 |
| Clock | 0 | 0 | 0 |
## cell type report
type | instances | area (um2) | area share
multi-input cells | 33 | 314 | 0.292
well taps | 46 | 57.6 | 0.0536
repair buffers | 70 | 703 | 0.654
## critical path, delay by kind of cell
kind	cells	cell delay, ns
buffers and inverters	4	1.29
AND-OR/OR-AND	1	0.14
AND/OR/NAND/NOR	1	0.11
## cell usage in the layout, fill, tap and decap left out, drive strengths merged
master	Yosys	routed
clkdlybuf4s50	0	66
o2bb2ai	16	16
mux2i	16	16
nor2b	1	1
buf	5	4
## cells by family (layout without fill, tap and decap cells)
logic type,after synthesis,in the layout,synth area share
mux,16,16,0.420
compound gates,16,16,0.367
simple gates,1,1,0.0361
buf+inv,6,70,0.177
## routing by layer
layer	wire (um)	vias to the layer above	track usage
met5	0	-	0
met1	964	230	0.0804
met3	328	0	0.0386
met4	0	0	0
li1	-	289	-
met2	954	41	0.102
## worst paths after layout
kind | from | endpoint | slack [ns]
max | sel_in[0] | m_out[8] | 0.13
min | d_in[41] | m_out[9] | 2.04
## per-stage QoR
| step | util | power (mW) | setup WS [ns] | cells | area (um2) |
|---|---|---|---|---|---|
| after floorplan | - | 0.0433 | 1.13 | 39 | 382 |
| after global placement | 0.315 | 0.156 | 0.141 | 149 | 1070 |
| after detailed placement | 0.315 | 0.157 | 0.115 | 149 | 1070 |
| after CTS | 0.315 | 0.158 | 0.109 | 149 | 1070 |
| after global routing | 0.315 | 0.169 | 0.0442 | 149 | 1070 |
| final | 0.315 | 0.155 | 0.129 | 149 | 1070 |
Power figures rest on the tool's default switching activity, not on a simulated workload.
