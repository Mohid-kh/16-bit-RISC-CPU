**/design/flow/design.v**
```verilog
package mycpu_pkg;
   typedef enum    logic [3:0] {   
				   FMOVA = 4'b0000,
				   FINC  = 4'b0001,
				   FADD  = 4'b0010,
                                   FMUL  = 4'b0011,  
                                   FSRA  = 4'b0100,  
				   FSUB  = 4'b0101,
				   FDEC  = 4'b0110,
				   FSLA  = 4'b0111,  
				   FAND  = 4'b1000,
				   FOR   = 4'b1001,
				   FXOR  = 4'b1010,
				   FNOT  = 4'b1011,
				   FMOVB = 4'b1100,
				   FSHR  = 4'b1101,
				   FSHL  = 4'b1110, 
				   FUSR  = 4'b1111  
                                   } fs_t;
   typedef enum    logic [6:0] {   
				   MOVA = 7'b0000000,
				   INC  = 7'b0000001,
				   ADD  = 7'b0000010,
				   MUL  = 7'b0000011,  
				   SRA  = 7'b0000100,  
				   SUB  = 7'b0000101,
				   DEC  = 7'b0000110,
				   SLA  = 7'b0000111,  
				   AND  = 7'b0001000,
				   OR   = 7'b0001001,
				   XOR  = 7'b0001010,
				   NOT  = 7'b0001011,
				   MOVB = 7'b0001100,
				   SHR  = 7'b0001101,
				   SHL  = 7'b0001110,
				   USR  = 7'b0001111,  
				   LDI  = 7'b1001100,
				   ADI  = 7'b1000010,
				   LD   = 7'b0010000,
				   ST   = 7'b0100000,
				   BRZ  = 7'b1100000,
				   BRN  = 7'b1100001,
				   JMP  = 7'b1110000,
				   IOR  = 7'b0010001,  
				   IOW  = 7'b0100001,  
				   HAL  = 7'b1111111   
				   } opcode_t;
   typedef enum logic [5:0] {
			     RST = 6'b000000,
			     INF = 6'b000001, 
			     EX0 = 6'b000010, 
			     HLT = 6'b000100 
			     } cu_state_t;
endpackage
import mycpu_pkg::*;
module rb
  (
   input logic 	       clk,
   input logic 	       rst_n,
   input logic [15:0]  d_in,
   input logic 	       rw_in,
   input logic [11:0]   rs_in,
   output logic [15:0] a_out,
   output logic [15:0] b_out
   );
logic [7:0][15:0] rb_r; 	 
logic [7:0][15:0] hb_r;          
  always_ff @(posedge clk or negedge rst_n)
   begin : reg_bnk
   if(rst_n == 0)
    begin : rst_state
    rb_r <= '0;
    hb_r <= '0;
    end   : rst_state
   else
    begin : reg_asgn			 
    for(int i = 0; i < 8; i++)
     begin : iteration_rb 		 
     if(rs_in[11:8] == i && rw_in == 1)
      rb_r[i] <= d_in;
     end   : iteration_rb
    for(int i = 8; i < 16; i++)
     begin : iteration_hb		 
     if(rs_in[11:8] == i && rw_in == 1)
      hb_r[i-8] <= d_in;
     end : iteration_hb   
    end : reg_asgn		
   end : reg_bnk
  always_comb
   begin : op_asgn 			 
     a_out = '0;
     b_out = '0;
   for(int i = 0; i < 8; i++)
    begin : a_op			 
    if(rs_in[7:4] == i)
     a_out = rb_r[i];
    else if(rs_in[7:4] == i+8)
     a_out = hb_r[i];
    end : a_op
   for(int i = 0; i < 8; i++)
    begin : b_op			 
    if(rs_in[3:0] == i)
     b_out = rb_r[i];
    else if(rs_in[3:0] == i+8)
     b_out = hb_r[i];
    else;				 
    end : b_op
   end : op_asgn
endmodule
```
**/design/flow/config.mk**
```make
export PLATFORM = sky130hd
export DESIGN_NAME = rb
export DESIGN_NICKNAME = rb
export VERILOG_FILES = /design/flow/design.v
export SDC_FILE = /design/flow/constraint.sdc
export NUM_CORES = 4
export LEC_CHECK = 1
export CORE_UTILIZATION = 50
```
**/design/flow/run.sh**
```bash
#!/bin/bash
# OpenROAD 26Q1-2900-gdf79404cd8, Yosys 0.63+post, stock flow scripts
make -C /OpenROAD-flow-scripts/flow DESIGN_CONFIG=/design/flow/config.mk WORK_HOME=/design/flow/orfs finish
```
**/design/flow/constraint.sdc**
```tcl
current_design rb

set clk_period 3.9
set clk_io_pct 0.2

create_clock -name clk0 -period $clk_period [get_ports {clk}]

set non_clock_inputs [all_inputs -no_clocks]
set_input_delay [expr $clk_period * $clk_io_pct] -clock clk0 $non_clock_inputs
set_output_delay [expr $clk_period * $clk_io_pct] -clock clk0 [all_outputs]
```
==> out/qor.csv <==
metric,value,unit
status,completed,
ao+oa area frac,15.7,%
crit path from,rs_in[6],
internal power,0.00594,W
Simple-Gate Area Share,8.74,%
Final ANT Viol Nets,0,
Startpoint Class,input pin,
Num CTS Buffers,29,
Die W,176,um
Synth Flop Type,dfrtp_1,
Via Count,12300,
min Tclk post-route,3.85,ns
slew margin rel.,42.9,%
stage-log warning count,25,
Boundary Pins,63,
layout cells sized above 1,33.8,%
Comb area,0.00792,sq mm
Synth Register Bits,256,
initial antenna violation count,0,
MUX share of area,28.0,%
Flop pwr share,44.9,%
RSZ-0062 raised after global routing,no,
largest family of logic cells by area,multiplexers,
Overflow after GRT,0,
CP Capture Type,primary output,
"Max FO, Critical Path",10,
row count,63,
Core Box Area,0.0296,sq mm
number of enable flip-flop cells,0,
cell area after layout,0.0174,sq mm
Final setup viols,0,
htree depth,1,
most frequent cells in the layout,"mux2_2, dfrtp_1, buf_4",
vias per inst,6.57,
"FFs w/ async S/R, synth",100,%
CTS tree,yes,
DRT Pass-1 Iters,6,
Critical Path AT,3.07,ns
peak supply drop,437,uV
Commonest Layout Cell,mux2_2,
Leak,7.42,nW
clk root buf,clkbuf_16,
antenna fix cells,0,
worst skew pair latency,0.57,ns
Max-cap violations,0,
IO buf count,62,
power share of the clock group,31.3,%
number of fill cells,2484,
max-slew violations,0,
register area,0.00641,sq mm
switching pwr,0.00259,W
largest net degree at the start of global routing,89,
vias in the first global route,12100,
register share after synthesis,42.5,%
DRC Markers,0,
DIE AREA,0.0308,sq mm
global placer's final weighted congestion,0.969,
crit path DRT,3.12,ns
WS Path Type,input pin to primary output,
setup TNS,0,ns
Area Growth Syn to Fin,15.7,%
Final Hold Vio Count,0,
hold buffer count at cts,0,
"Cell Area, Placed",0.0165,sq mm
yosys stat cell total,1368,
xor/xnor share,0,%
Post-Route Skew,0,ns
worst reg-to-reg setup slack,3.02,ns
"Adder Share, Synth",0,%
HPWL Detailed,36.9,mm
R2R depth,1,
Worst Hold Class,input pin to asynchronous set/reset pin,
"CTS clk-pin slew, worst paths",0.06,ns
CTS max path bufs,3,
fmax,260,MHz
slew of the pin with the lowest slew margin,0.853,ns
Pwr Density,489,mW/mm^2
Reg-to-Reg Start,rb_r[59]$_DFFE_PN0P_,
WL per Instance,29.0,um
clk sink count,256,
Synth Warn #,1,
number of DRC markers in iteration 0,985,
crit share post-route,98.7,%
Logic pwr share,23.9,%
Syn Area/Cell,11.0,sq um
Total GRT Usage,37.8,%
chip area in the Yosys report,0.0151,sq mm
worst-case hold slack,0.206,ns
Mapped Cells,1368,
die extent in y,176,um
synth unique cells,72,
global-route wire length before repair,80.9,mm
fp util,50.9,%
switching share of power,30.4,%
cell area after synthesis,0.0151,sq mm
drt total wl,54.2,mm
Worst R2R End,rb_r[59]$_DFFE_PN0P_,
## how the worst max path moves through the flow
stage | endpoint | slack [ns] | cells past startpoint
after CTS | b_out[14] | 0.01 | 10
final | a_out[12] | 0.05 | 7
after global routing | a_out[6] | 0.02 | 9
## synth_stat cells (3+ instances only)
cell type | number | share of area (%)
a2111oi_0 | 7 | 0.41
a211oi_1 | 17 | 0.85
a21o_1 | 7 | 0.35
a21oi_1 | 102 | 3.4
a221o_1 | 5 | 0.33
a221oi_1 | 11 | 0.64
a22o_1 | 3 | 0.17
a22oi_1 | 12 | 0.60
a2bb2oi_1 | 7 | 0.41
a31oi_1 | 8 | 0.33
a32o_1 | 5 | 0.33
a32oi_1 | 4 | 0.23
and2_1 | 12 | 0.50
and3_1 | 3 | 0.12
and3b_1 | 3 | 0.17
buf_1 | 4 | 0.10
buf_2 | 53 | 1.8
buf_4 | 20 | 1.0
buf_6 | 14 | 1.0
clkbuf_1 | 28 | 0.70
dfrtp_1 | 256 | 42
inv_1 | 7 | 0.17
mux2_2 | 259 | 19
mux2_4 | 20 | 2.0
mux2i_1 | 65 | 4.3
mux4_2 | 15 | 2.2
nand2_1 | 75 | 1.9
nand2b_1 | 16 | 0.66
nand3_1 | 18 | 0.60
nor2_1 | 61 | 1.5
nor2_2 | 11 | 0.46
nor2b_1 | 17 | 0.71
nor3_1 | 20 | 0.66
nor4_1 | 4 | 0.17
o211ai_1 | 3 | 0.15
o21a_1 | 11 | 0.55
o21ai_0 | 71 | 2.4
o221ai_1 | 18 | 1.0
o22a_1 | 12 | 0.70
o22ai_1 | 24 | 1.0
o2bb2ai_1 | 11 | 0.64
o31ai_1 | 5 | 0.25
o32ai_1 | 4 | 0.23
or3_1 | 3 | 0.12
## power groups by stage
stage	Sequential, W	Clock [W]	Combinational [W]
CTS	0.00382	0.00269	0.00203
global route	0.00391	0.00279	0.00218
finish	0.00383	0.00266	0.00203
## stage by stage
step | power, W | cells | worst slack, ns | utilization, %
floorplan | 0.00501 | 1368 | 1.19 | -
global placement | 0.00584 | 1818 | -0.0616 | 55.7
detailed placement | 0.00587 | 1818 | -0.0487 | 55.7
CTS | 0.00854 | 1868 | 0.0127 | 58.8
global route | 0.00888 | 1868 | 0.0223 | 58.9
finish | 0.00853 | 1868 | 0.0515 | 58.9
## kinds of logic after synthesis
logic type / Yosys count
buffers and inverters: 133
DFF: 256
AOI/OAI and AO/OA: 360
muxes: 360
and+or+nand+nor: 259
## cell type report
type                       instances  share of cell area [%]
timing repair buffer             182                    9.64
clock inverter                     7                   0.244
multi-input combinational        979                    45.4
clock buffer                      43                    4.98
sequential                       256                    36.7
inverter                          11                   0.244
tap                              390                    2.80
## worst max-delay path, cell delays in order
cell	delay, ns
buf_2	0.18
inv_1	0.38
nand2_1	0.39
o22ai_1	0.33
o221ai_1	0.23
a21oi_1	0.25
clkdlybuf4s50_1	0.51
## state kept, by name, indices dropped and copies added, names as in the netlist
name,flops
hb_r,128
rb_r,128
## layer usage
layer	vias to the layer above	wire [um]	GRT usage (%)	part of all wire (%)
met4	0	2860	16.0	5.3
met3	156	5030	10.0	9.3
met5	-	0	0	0
met2	629	25100	56.0	46
met1	6187	21200	54.5	39
li1	5308	-	-	-
## repair_timing
| action | CTS | global route |
|---|---|---|
| endpoints found under the setup margin | 4 | 12 |
| hold endpoints to repair | 0 | 0 |
| setup buffers | 0 | 0 |
| resized | 6 | 2 |
Power is estimated from default activity; no workload was simulated.
